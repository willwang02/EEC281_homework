===== design.v =====
`timescale 10ps/1ps
module threetwo (
    a,
    b,
    c,
    e,
    f
);
    input  a;
    input  b;
    input  c;
    output e;
    output f;
    assign e = a ^ b ^ c;
    assign f = (a & b) | (b & c) | (a & c);
endmodule
module threetwo4(
    a, 
    b, 
    c,
    e,
    f
    );
    input [3:0]     a;
    input [3:0]     b;
    input [3:0]     c;
    output [4:0]    e;
    output [4:0]    f;
    reg [3:0]      _b;
    threetwo num00 (.a(a[0]),  .b(0),  .c(0),  .e(e[0]),  .f(f[0]));
    threetwo num01 (.a(a[1]),  .b(_b[0]),  .c(c[0]),  .e(e[1]),  .f(f[1]));
    threetwo num02 (.a(a[2]),  .b(_b[1]),  .c(c[1]),  .e(e[2]),  .f(f[2]));
    threetwo num03 (.a(a[3]),  .b(_b[2]),  .c(c[2]),  .e(e[3]),  .f(f[3]));
    threetwo num04 (.a(0),  .b(_b[3]),  .c(c[3]),  .e(e[4]),  .f(f[4]));
    always @(*) begin
        if (b[3] == 1'b1) begin
            _b = ~{1'b0, b[2:0]} + 1'b1;
        end
        else begin
            _b = b;
        end
    end
endmodule
module prob1(
    a, 
    b, 
    c,
    d
    );
    input [3:0]     a;
    input [3:0]     b;
    input [3:0]     c;
    output [5:0]    d;
    wire [4:0]       e;
    wire [4:0]       f;
    threetwo4 _threetwo4(
        .a(a),
        .b(b),
        .c(c),
        .e(e),
        .f(f)
    );
    assign d = e + {f, 1'b0}; 
endmodule

===== run.sh =====
#!/bin/bash
# OpenROAD 26Q1-2900-gdf79404cd8, Yosys 0.63+post, stock flow scripts
make -C /OpenROAD-flow-scripts/flow DESIGN_CONFIG=/design/flow/config.mk WORK_HOME=/design/flow/orfs finish

===== config.mk =====
export PLATFORM = sky130hd
export DESIGN_NAME = prob1
export DESIGN_NICKNAME = prob1
export VERILOG_FILES = /design/flow/design.v
export SDC_FILE = /design/flow/constraint.sdc
export NUM_CORES = 4
export LEC_CHECK = 1
export CORE_AREA = 10 10 70 70
export DIE_AREA = 0 0 80 80

===== constraint.sdc =====
current_design prob1

set clk_period 3.9
set clk_io_pct 0.2

create_clock -name clk0 -period $clk_period

set non_clock_inputs [all_inputs -no_clocks]
set_input_delay [expr $clk_period * $clk_io_pct] -clock clk0 $non_clock_inputs
set_output_delay [expr $clk_period * $clk_io_pct] -clock clk0 [all_outputs]

==> run summary <==
post-route setup slack -> 200 ps
Initial Util -> 8.13%
Tool Warnings -> 32
Post-Place Cell Area -> 510 sq um
RSZ-0062 raised after global routing -> false
Vias -> 252
yosys cell count -> 33
die width -> 80 microns
arrival time worst endpoint -> 2920 ps
Top area cell types -> fa_1 29%, ha_1 23%, inv_1 19%
total chip power -> 0.0889 mW
Pwr Density -> 167 mW/mm^2
worst-path maximum fanout -> 2
sequential power share -> 0%
fin crit period -> 3700 ps
Worst IR Drop VDD -> 0.0631 mV
Final Wtd Congestion -> 0.777
post-synth cell types -> 11
Via density -> 2.57
Cell Rows -> 21
Core ar. -> 0.00342 sq mm
P_sw -> 0.0320 mW
Hold-fix buffers, CTS -> 0
post-synth top area cell -> fa_1
Gate power share -> 100.0%
# clk buffers -> 0
vias in the first global route -> 287
yosys warns -> 4
drt drc -> 0
initial antenna violation count -> 0
Slew Limit Fails -> 0
fin crit share -> 94.9%
final wirelength -> 757 microns
internal power -> 0.0568 mW
worst setup path class -> in -> out
register area share after synthesis -> 0%
first-pass GRT wire length -> 1340 microns
Flops -> 0
Static Leakage -> 0.269 nW
largest net degree at the start of global routing -> 4
share of layout cells above drive strength 1 -> 25.0%
Final Hold Fails -> 0
chip area -> 0.00640 sq mm
most frequent cell after synthesis -> inv_1
Req. time, crit path -> 3120 ps
Worst setup SP type -> primary input
Clock power frac -> 0%
final instance area -> 533 sq um
Mapped Area -> 278 sq um
die y size -> 80 microns
status -> complete, no violations
syn avg cell area -> 8.42 sq um
Finish-stage setup viols -> 0
top cell type's share of synthesized area -> 28.8%
Total GRT Usage -> 2.56%
slew of the pin with the lowest slew margin -> 153 ps
diodes inserted -> 0
yosys synthesis chip area -> 278 sq um
FMAX -> 270 MHz
Net Sw Frac -> 36.0%
HP Class -> in -> out
area grow syn2layout -> 91.9%
DR pass1 iterations -> 2
most frequent cells after synthesis -> 14 x inv_1, 5 x ha_1, 4 x fa_1
pre-CTS setup slack -> -375 ps
worst rel slew slack -> 89.5%
initial DRC count -> 2
I/O Buffers -> 16
register area -> 0 sq um
Post-DRT Antenna Nets -> 0
MaxCap Viol Count -> 0
WL per Instance -> 7.72 microns
gr ovfl total -> 0
DP HPWL -> 682 microns
I/O pins -> 18
cell count after synthesis -> 33
crit end category -> output port
[worst paths after layout]
check             startpoint  endpoint  slack, ps  cells past startpoint
setup / recovery        b[0]      d[5]        200                     12
hold / removal          a[0]      d[0]       1560                      0
[critical path, cell delays in order]
cell and delay (ps):
clkdlybuf4s15_2 180, inv_1 50, ha_2 170, nor2b_2 150, xnor2_2 100, fa_1 500
inv_1 50, ha_1 260, a21o_1 170, a21oi_2 140, xnor2_1 140, dlygate4sd2_1 230
[cells in the final DEF (no fill, tap or decap)]
cell type / instances
a21o_1: 1
a21oi_2: 1
buf_4: 5
clkdlybuf4s15_2: 2
clkdlybuf4s50_1: 10
dlygate4sd2_1: 4
fa_1: 3
fa_2: 1
ha_1: 3
ha_2: 2
inv_1: 14
mux2i_1: 1
nor2b_2: 1
o31a_1: 1
xnor2_1: 1
xnor2_2: 1
xor2_1: 1
[cells by family after synthesis]
logic type	Yosys count	share of synthesized area, %
and+or+nand+nor	1	2.25
adders and majority gates	9	51.4
AOI/OAI and AO/OA	3	9.01
xor gates and xnor gates	3	9.46
buffers and inverters	16	24.3
muxes	1	3.60
[metrics by stage]
stage | std cells | util [%] | hold WS (ps) | setup TNS (ps)
final | 98 | 15.6 | 1560 | 0
after global placement | 97 | 14.9 | 1560 | -1040
after floorplan | 33 | - | 1630 | 0
after CTS | 98 | 15.6 | 1560 | 0
after global routing | 98 | 15.6 | 1560 | 0
after detailed placement | 97 | 14.9 | 1560 | -1060
[final cells by class]
type	instances	area, sq um
inverters	14	52.6
fillers	392	2880
repair buffers	21	195
multi-input cells	17	228
well taps	46	57.6
[routing by layer]
layer | part of all wire (%) | GRT usage [%]
met5 | 0 | 0
met1 | 52 | 3.83
met4 | 0 | 0.176
met2 | 32 | 3.45
met3 | 16 | 1.02
[power by group through the flow]
stage / combinational [mW] / clock, mW / sequential [mW]
6_report: 0.0889 / 0 / 0
5_1_grt: 0.104 / 0 / 0
4_1_cts: 0.0933 / 0 / 0
[repair_timing]
item,in CTS,in global routing
setup buffers,1,0
endpoints found under the setup margin,3,0
gates resized,15,0
Power is estimated from default activity; no workload was simulated.
