==> flow/run.sh <==
#!/bin/bash
# OpenROAD 26Q1-2900-gdf79404cd8, Yosys 0.63+post, stock flow scripts
make -C /OpenROAD-flow-scripts/flow DESIGN_CONFIG=/design/flow/config.mk WORK_HOME=/design/flow/orfs finish
==> flow/config.mk <==
export PLATFORM = sky130hd
export DESIGN_NAME = prob4
export DESIGN_NICKNAME = prob4
export VERILOG_FILES = /design/flow/design.v
export SDC_FILE = /design/flow/constraint.sdc
export NUM_CORES = 4
export LEC_CHECK = 1
export CORE_AREA = 10 10 93 93
export DIE_AREA = 0 0 103 103
==> flow/constraint.sdc <==
current_design prob4

set clk_period 4.0
set clk_io_pct 0.2

create_clock -name clk0 -period $clk_period [get_ports {clk}]

set non_clock_inputs [all_inputs -no_clocks]
set_input_delay [expr $clk_period * $clk_io_pct] -clock clk0 $non_clock_inputs
set_output_delay [expr $clk_period * $clk_io_pct] -clock clk0 [all_outputs]
==> flow/design.v <==
`timescale 10ps/1ps
`celldefine
module prob1_c(
    a,
    b,
    c,
    d,
    e
);
    input       a;
    input       b;
    input       c;
    output      d;
    output      e;
    wire [1:0]  sum;
    assign sum = a + b + c;
    assign d = sum[0];
    assign e = sum[1];
endmodule
`endcelldefine
`timescale 10ps/1ps
`celldefine
module prob4(
    clk,
    a,
    b,
    c
);
    input           clk;
    input [11:0]    a;
    input [11:0]    b;
    output reg [11:0]   c;
    reg [11:0]      a_reg;
    reg [11:0]      b_reg;
    wire [11:0]      sum;
    wire [3:0]      cout;
    ripple_carry_adder_4 rca0(.a(a_reg[3:0]), .b(b_reg[3:0]), .c(sum[3:0]), .cin(1'b0), .cout(cout[0]));
    genvar i;
    generate
        for(i = 1; i < 3; i = i + 1)begin
            wire [3:0]       sum0, sum1;
            wire            cout0, cout1;
            ripple_carry_adder_4 rca1(.a(a_reg[i * 4+:4]), .b(b_reg[i * 4+:4]), .c(sum0), .cin(1'b0), .cout(cout0));
            ripple_carry_adder_4 rca2(.a(a_reg[i * 4+:4]), .b(b_reg[i * 4+:4]), .c(sum1), .cin(1'b1), .cout(cout1));
            assign sum[i * 4+:4] = (cout[i-1] == 1'b0) ? sum0 : sum1;
            assign cout[i] = (cout[i-1] == 1'b0) ? cout0 : cout1;
        end
    endgenerate
    always @(posedge clk) begin
        a_reg <= #1 a;
        b_reg <= #1 b;
        c <= #1 sum;
    end
endmodule
`endcelldefine
`celldefine
module ripple_carry_adder_4(
    a,
    b,
    c,
    cin,
    cout
);
    input [3:0]     a;
    input [3:0]     b;
    input           cin;
    output [3:0]    c;
    output          cout;
    wire [3:0]     carry;
    prob1_c u0(.a(a[0]), .b(b[0]), .c(cin), .d(c[0]), .e(carry[0]));
    prob1_c u1(.a(a[1]), .b(b[1]), .c(carry[0]), .d(c[1]), .e(carry[1]));
    prob1_c u2(.a(a[2]), .b(b[2]), .c(carry[1]), .d(c[2]), .e(carry[2]));
    prob1_c u3(.a(a[3]), .b(b[3]), .c(carry[2]), .d(c[3]), .e(cout));
endmodule
`endcelldefine
==> summary.txt <==
The synthesis and place-and-route flow finished, so here is a summary.

The count of max-cap constraint violations is 0. The worst setup path is captured at a register. After synthesis, the netlist uses 12 different library cells. The core utilization before placement is between 10% and 20%. Per the detail_route report, inserted antenna diodes total 0. The top-level port count is 37. The time the worst path needs with I/O delays and setup is ~2.6 ns. The data arrival time of the worst path is roughly 2.7 ns.

Fill cells in the final layout number between 600 and 700. Sorting the synthesized cells by area gives the leading types as sky130_fd_sc_hd__dfxtp_1 58%, sky130_fd_sc_hd__fa_1 21%, sky130_fd_sc_hd__ha_1 5.1%. For the worst setup path, the data required time is 4.16 ns. The instance area at placement is around 1700 sq um.

The clock tree from TritonCTS is done. From the final report, the count of setup violators was given as 0. The pin closest to its max-slew limit shows a slew of a little over 0.4 ns. The fmax is just under 400 MHz.

The number of I/O port buffers is 36. The worst setup path is launched from a register. The post-synthesis instance area came out at roughly 1200 sq um. Post-CTS repair ended up resizing 0 cells. The number of post-CTS setup repair buffers is 0. The run finished with clean final reports. The average routed wire per standard cell is just under 10 um. Between clock sinks in the finished design, the worst skew comes to 0.00767 ns. The register share after synthesis came out at approximately three fifths. The area of all sequential standard cells came out at roughly 720 sq um. The headroom to the max-slew limit came out at slightly above 70%. The post-CTS clock slew at the launch and capture registers of the worst setup and hold paths came out at ~0.070 ns. The number of flip-flops and latches in the synthesized netlist is 36. In this run the static leakage power is between 0.7 and 0.8 nW. Once detailed placement completed, the half-perimeter wirelength came to about 1700 um. The overall routed net length came out at 1980 um.

The number of buffers on the longest clock path came out at 2. The slack of the critical path came out at between 1 and 1.5 ns. The worst hold slack is between 0.4 and 0.5 ns.

Summed over all layers, the global routing overflow is 0. The sink count of the clock tree came out at 36. Post-route period utilization is reported as 63.8%. Summing all multi-input logic gate instances after layout gives 449 sq um.

The number of vias after detailed routing came out at ~620. The final design area excluding fillers came out at about 1800 sq um. The placer congestion estimate is 0.736.

The routed via count divided by cell count is 3.04. The first global-routing pass estimated around 3200 um of wire. The violation tally from detailed-route iteration zero is 9. The yosys warning tally is 1.

The largest net degree at the start of global routing is 13. The portion of synthesized cell area occupied by the leading cell type came out at between 50% and 60%. The final count of pins violating max slew is 0. The total core area came out at between 6000 and 7000 sq um. The vertical die dimension came out at about 100 um. The analysis reports a worst IR drop on VDD of ~160 uV. The critical path is of the register to register type. The area growth from synthesis to layout is 45.3%. The detailed-route DRC error count is 0.

The H-tree depth came out at 2. STA on the placed design reports a worst setup slack of roughly 1.4 ns. The clock latency reported for the late side of the worst-skew pair is 0.28 ns. Note that the worst hold path type here is register to register. The synthesized netlist handed to floorplanning was reported with a cell count of 82.

The tally of nets with antenna violations remaining after routing is 0. The number of logged tool warnings came out at 27. The via count of the first global-routing pass is roughly 740.

The number of antenna violations at the first check in global routing came out at 0. For reference, the placement row count at floorplan is 30. The top fanout value on the critical path came out at 6. The layout cell share with drive strength beyond 1 came out at 8.80%. The buffer type at the clock tree root is sky130_fd_sc_hd__clkbuf_8. The length of the first detailed-routing pass in iterations came out at 4. The per-instance average area after synthesis came out at roughly 15 sq um. Setup repair after global routing left no endpoint under its margin. The total global-route track usage came out at a little under 4%. The report lists the power per cell area as around 470 nW/um^2. The completed layout was analyzed and its total power is between 800 and 900 uW. The library cell with the largest summed area after synthesis is sky130_fd_sc_hd__dfxtp_1.

The post-synthesis cell count from yosys is 82. The final timing report lists a hold violation count of 0. The chip width is about 100 um.

The final-layout setup total negative slack is 0 ns. The area of the synthesized netlist per yosys stat came out at between 1000 and 1500 sq um. After floorplanning, the die was sized to cover approximately 11,000 sq um.

The number of clock buffers inserted by TritonCTS is 5. For this design, the CTS-stage hold fixing added 0 buffers.
-- critical path, cell delays in order, from the launching register on --
cell	delay (ns)
sky130_fd_sc_hd__dfxtp_1	0.30
sky130_fd_sc_hd__ha_1	0.20
sky130_fd_sc_hd__fa_1	0.38
sky130_fd_sc_hd__fa_1	0.38
sky130_fd_sc_hd__fa_1	0.56
sky130_fd_sc_hd__a21oi_4	0.27
sky130_fd_sc_hd__mux2_1	0.34
-- power breakdown --
part,internal (mW),total [mW],switching (mW),leakage (nW)
combinational,0.0900,0.125,0.0350,0.397
clock,0.184,0.304,0.120,0.0541
sequential,0.398,0.413,0.0156,0.304
-- Yosys cell counts, drive strengths merged --
cell / instances
a21oi: 1
buf: 1
dfxtp: 36
fa: 13
ha: 5
inv: 15
mux2: 3
mux2i: 3
nor2: 1
xnor2: 2
xor2: 2
-- layer usage --
layer	vias up	global-route usage, %	wire length [um]
met4	0	0.642	11
met5	-	0	0
li1	324	-	-
met2	23	6.24	899
met1	274	4.87	897
met3	2	2.03	173
-- stage by stage --
step           instances  util [%]
2_1_floorplan         82         -
3_3_place_gp         197      25.0
3_5_place_dp         197      25.0
4_1_cts              205      26.6
5_1_grt              205      26.6
6_report             205      26.6
-- cell type report --
type / count / area share (%)
clock buffers: 5 / 3.83
multi-input cells: 30 / 25.0
inverters: 15 / 3.13
repair buffers: 36 / 20.0
clock inverters: 3 / 2.37
flip-flops and latches: 36 / 40.1
well taps: 80 / 5.57
-- worst paths after layout --
kind / startpoint / to / slack (ns) / cells past startpoint
setup / recovery: a_reg[0]$_DFF_P_ / c[10]$_DFF_P_ / 1.45 / 6
hold / removal: b_reg[0]$_DFF_P_ / c[0]$_DFF_P_ / 0.46 / 1
setup reg to reg: a_reg[0]$_DFF_P_ / c[10]$_DFF_P_ / 1.45 / 6
hold reg to reg: b_reg[0]$_DFF_P_ / c[0]$_DFF_P_ / 0.46 / 1
-- kinds of logic (layout without fill, tap and decap cells) --
group | after synthesis | after routing | share of synthesized area (%)
adder cells (fa/ha/maj) | 18 | 18 | 26.1
multiplexers | 6 | 6 | 5.16
AND/OR/NAND/NOR | 1 | 1 | 0.910
flip-flops | 36 | 36 | 58.2
AND-OR/OR-AND | 1 | 1 | 1.31
buffers and inverters | 16 | 59 | 5.46
XOR/XNOR | 4 | 4 | 2.83
-- cell usage in the layout, fill, tap and decap left out --
cell / netlist / layout
sky130_fd_sc_hd__clkdlybuf4s50_1: 0 / 36
sky130_fd_sc_hd__mux2_1: 2 / 2
sky130_fd_sc_hd__nor2_4: 1 / 1
sky130_fd_sc_hd__a21oi_4: 1 / 1
sky130_fd_sc_hd__mux2_2: 1 / 1
sky130_fd_sc_hd__clkbuf_8: 0 / 5
sky130_fd_sc_hd__dfxtp_1: 36 / 36
sky130_fd_sc_hd__mux2i_1: 3 / 3
sky130_fd_sc_hd__ha_1: 5 / 5
sky130_fd_sc_hd__xnor2_1: 2 / 2
sky130_fd_sc_hd__bufinv_16: 0 / 1
sky130_fd_sc_hd__inv_1: 15 / 15
sky130_fd_sc_hd__clkinv_2: 0 / 1
sky130_fd_sc_hd__fa_1: 13 / 13
sky130_fd_sc_hd__clkinvlp_4: 0 / 1
sky130_fd_sc_hd__xor2_1: 2 / 2
Power is estimated from default activity; no workload was simulated.
