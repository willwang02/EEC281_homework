**./run.sh**
```bash
#!/bin/bash
# OpenROAD 26Q1-2900-gdf79404cd8, Yosys 0.63+post, stock flow scripts
make -C /OpenROAD-flow-scripts/flow DESIGN_CONFIG=/design/flow/config.mk WORK_HOME=/design/flow/orfs finish
```
**./config.mk**
```make
export PLATFORM = sky130hd
export DESIGN_NAME = prob5
export DESIGN_NICKNAME = prob5
export VERILOG_FILES = /design/flow/design.v
export SDC_FILE = /design/flow/constraint.sdc
export NUM_CORES = 4
export LEC_CHECK = 1
export CORE_UTILIZATION = 50
```
**./constraint.sdc**
```tcl
current_design prob5

set clk_period 3.9
set clk_io_pct 0.2

create_clock -name clk0 -period $clk_period [get_ports {clk}]

set non_clock_inputs [all_inputs -no_clocks]
set_input_delay [expr $clk_period * $clk_io_pct] -clock clk0 $non_clock_inputs
set_output_delay [expr $clk_period * $clk_io_pct] -clock clk0 [all_outputs]
```
**./design.v**
```verilog
`timescale 10ps/1ps
`celldefine
module prob1_c(
    a,
    b,
    c,
    d,
    e
);
    input       a;
    input       b;
    input       c;
    output      d;
    output      e;
    wire [1:0]  sum;
    assign sum = a + b + c;
    assign d = sum[0];
    assign e = sum[1];
endmodule
`endcelldefine
`timescale 10ps/1ps
`celldefine
module prob5(
    clk,
    a,
    b,
    c
);
    input           clk;
    input [11:0]    a;
    input [11:0]    b;
    output reg [11:0]   c;
    reg [11:0]      stage1_a_r;
    reg [7:0]       stage2_a_r;
    reg [3:0]       stage3_a_r;
    reg [11:0]      stage1_b_r;
    reg [7:0]       stage2_b_r;
    reg [3:0]       stage3_b_r;
    wire [3:0]      stage1_carry, stage2_carry, stage3_carry;
    reg             stage1_carry_r, stage2_carry_r;
    wire [3:0]      stage1_sum, stage2_sum, stage3_sum;
    reg [3:0]       stage1_sum_r;
    reg [7:0]       stage2_sum_r;
    prob1_c u0(.a(stage1_a_r[0]), .b(stage1_b_r[0]), .c(1'b0), .d(stage1_sum[0]), .e(stage1_carry[0]));
    prob1_c u1(.a(stage1_a_r[1]), .b(stage1_b_r[1]), .c(stage1_carry[0]), .d(stage1_sum[1]), .e(stage1_carry[1]));
    prob1_c u2(.a(stage1_a_r[2]), .b(stage1_b_r[2]), .c(stage1_carry[1]), .d(stage1_sum[2]), .e(stage1_carry[2]));
    prob1_c u3(.a(stage1_a_r[3]), .b(stage1_b_r[3]), .c(stage1_carry[2]), .d(stage1_sum[3]), .e(stage1_carry[3]));
    always @(posedge clk) begin
        stage1_a_r <= #1 a[11:0];
        stage1_b_r <= #1 b[11:0];
        stage1_carry_r <= #1 stage1_carry[3];
        stage1_sum_r <= #1 stage1_sum;
        stage2_a_r <= #1 stage1_a_r[11:4];
        stage2_b_r <= #1 stage1_b_r[11:4];
    end
    prob1_c u4(.a(stage2_a_r[0]), .b(stage2_b_r[0]), .c(stage1_carry_r), .d(stage2_sum[0]), .e(stage2_carry[0]));
    prob1_c u5(.a(stage2_a_r[1]), .b(stage2_b_r[1]), .c(stage2_carry[0]), .d(stage2_sum[1]), .e(stage2_carry[1]));
    prob1_c u6(.a(stage2_a_r[2]), .b(stage2_b_r[2]), .c(stage2_carry[1]), .d(stage2_sum[2]), .e(stage2_carry[2]));
    prob1_c u7(.a(stage2_a_r[3]), .b(stage2_b_r[3]), .c(stage2_carry[2]), .d(stage2_sum[3]), .e(stage2_carry[3]));
    always @(posedge clk) begin
        stage2_carry_r <= #1 stage2_carry[3];
        stage2_sum_r <= #1 {stage2_sum, stage1_sum_r};
        stage3_a_r <= #1 stage2_a_r[7:4];
        stage3_b_r <= #1 stage2_b_r[7:4];
    end
    prob1_c u8(.a(stage3_a_r[0]), .b(stage3_b_r[0]), .c(stage2_carry_r), .d(stage3_sum[0]), .e(stage3_carry[0]));
    prob1_c u9(.a(stage3_a_r[1]), .b(stage3_b_r[1]), .c(stage3_carry[0]), .d(stage3_sum[1]), .e(stage3_carry[1]));
    prob1_c u10(.a(stage3_a_r[2]), .b(stage3_b_r[2]), .c(stage3_carry[1]), .d(stage3_sum[2]), .e(stage3_carry[2]));
    prob1_c u11(.a(stage3_a_r[3]), .b(stage3_b_r[3]), .c(stage3_carry[2]), .d(stage3_sum[3]), .e(stage3_carry[3]));
    always @(posedge clk) begin
        c <= #1 {stage3_sum, stage2_sum_r};
    end
endmodule
`endcelldefine
```
==> impl_summary.log <==
[flow] collecting metrics
INFO  metric post_synthesis_cell_area = 1810 um2
INFO  metric count_of_placed_standard_cells_including_taps = 193
INFO  metric grt_antenna_before_repair = 0
INFO  metric ys_seq_frac = 0.818
INFO  metric viasPerCell = 3.84
INFO  metric die_h = 62.2 um
INFO  metric pin_count_of_the_biggest_net_entering_global_routing = 13
INFO  metric transition_time_at_the_pin_with_the_least_slew_margin = 0.123 ns
INFO  metric cp_max_fo = 1
INFO  metric lay_top_count = sky130_fd_sc_hd__dfxtp_1
INFO  metric grt_setup_unrepaired = false
INFO  metric cts-htree-levels = 3
INFO  metric timing.critical_path.slowest_cell_delay = 0.45 ns
INFO  metric layout.cells.most_common_list = sky130_fd_sc_hd__dfxtp_1 (74), sky130_fd_sc_hd__clkdlybuf4s50_1 (36), sky130_fd_sc_hd__inv_1 (25)
INFO  metric setup.worst_path.class = reg -> out
INFO  metric synth-warning-count = 1
INFO  metric status = finished, final reports clean
INFO  metric routed-via-count = 803
INFO  metric hpwlAfterDp = 1.18 mm
INFO  metric die_area = 3870 um2
INFO  metric timing.final.crit_share = 0.499
INFO  metric design.core.area = 3420 um2
INFO  metric setup_tns = 0 ns
INFO  metric route.detailed.drc = 0
INFO  metric ys_cells = 111
INFO  metric io_buffer_count = 36
INFO  metric max-clock-path-buffers = 2
INFO  metric yosysChipArea = 1810 um2
INFO  metric timing.critical_path.slowest_stage_cell = sky130_fd_sc_hd__clkdlybuf4s50_1
INFO  metric placementRows = 21
INFO  metric ir_worst_vdd = 437 uV
INFO  metric die_width = 62.2 um
INFO  metric min_path_cells = 0
INFO  metric globalplace.congestion = 0.733
INFO  metric postCtsHoldBufs = 0
INFO  metric worst-endpoint-required = 3.12 ns
INFO  metric critical_path.cell_chain = clkdlybuf4s50_1
INFO  metric crit-reg2reg-launch = stage2_b_r[0]
INFO  metric floorplan.initialDensity = 0.530
INFO  metric global_route.usage.total = 0.125
INFO  metric regToRegSetupSlack = 2.00 ns
INFO  metric power_leakage = 1.10 nW
INFO  metric worstSetupEndpointType = output pin
INFO  metric crit-reg2reg-capture = stage2_sum_r[7]
INFO  metric synth.ff_latch_count = 74
INFO  metric power.total = 1.53 mW
INFO  metric path_clk_slew = 0.10 ns
INFO  metric critical_path_buf_inv_count = 1
INFO  metric clock_sink_count = 74
INFO  metric synth_instances = 111
INFO  metric final-max-slew-violation-count = 0
INFO  metric grt_overflow = 0
INFO  metric dr.pass1.iters = 2
INFO  metric timing.hold.worst.start = stage1_sum_r[2]
INFO  metric cp_data_arrival_time = 1.17 ns
INFO  metric report.final.hold_viol_count = 0
INFO  metric final.setup_skew = 0.00507 ns
INFO  metric clock_latency = 0.38 ns
INFO  metric initialDrtViolationCount = 40
INFO  metric wl_per_cell = 8.34 um
INFO  metric critPathLaunchType = flip-flop
INFO  metric max-slew-margin-rel = 0.918
INFO  metric clock_tree_from_tritoncts = yes
INFO  metric count_of_maximum_capacitance_violations = 0
INFO  metric whs = 0.335 ns
INFO  metric worst_path_dominant_cell_family = buffers and inverters
INFO  metric post_layout_utilization_of_the_core = 0.710
INFO  metric cts-root-buf = sky130_fd_sc_hd__clkbuf_4
INFO  metric drt_wl_total = 1.74 mm
INFO  metric stage_log_warnings = 26
INFO  metric p_r_area_growth_vs_syn = 33.8%
INFO  metric detail-route-antenna-nets = 0
INFO  metric grt_pass1_vias = 852
INFO  metric postCtsSetupBuffers = 0
INFO  metric syn_avg_cell_area = 16.3 um2
INFO  metric report.final.setup_viol = 0
INFO  metric fin_crit = 1.95 ns
INFO  metric synth_cell_type_count = 5
INFO  metric hold_end = stage2_sum_r[2]
INFO  metric total_power_per_unit_cell_area = 630 nW/um2
INFO  metric pin_count = 37
INFO  metric clock.fmax = 0.513 GHz
INFO  metric grt_first_pass_wirelength = 3.39 mm
INFO  metric reg2regPathDepth = 8
INFO  metric final_cells = 209
INFO  metric cts_resized = 0
INFO  metric post_route_cells_drive_above_1_share = 0.0982
INFO  metric insertedDiodeCount = 0
INFO  metric timing.hold.worst.class = reg -> reg
INFO  metric number_of_buffers_created_by_cts = 9
## worst max-delay path by stage
| stage | start | end | cells after the start |
|---|---|---|---|
| after CTS | c[0] | c[0] | 1 |
| final | c[0] | c[0] | 1 |
| after global routing | stage1_carry_r | stage2_sum_r[7] | 8 |
## final cells by class
cell class	count	area, um2
tap	46	57.6
clock buffer	11	95.1
timing repair buffer	36	360
inverter	25	93.8
clock inverter	5	100
fill	242	991
sequential	74	1480
multi-input combinational	12	236
## flip-flops by register name (all words and copies together) (netlist names)
signal / flops
stage2_carry_r: 1
stage1_b_r: 12
stage1_sum_r: 4
stage2_a_r: 8
stage3_b_r: 4
c: 12
stage1_a_r: 12
stage2_sum_r: 8
stage2_b_r: 8
stage3_a_r: 4
stage1_carry_r: 1
## Yosys cell counts
master,n,area (um2)
sky130_fd_sc_hd__ha_1,1,12.5
sky130_fd_sc_hd__inv_1,25,93.8
sky130_fd_sc_hd__fa_1,10,200
sky130_fd_sc_hd__dfxtp_1,74,1480
sky130_fd_sc_hd__xor3_1,1,23.8
## per-stage QoR
| step | instance area, um2 | setup WS (ns) |
|---|---|---|
| final | 2420 | 1.95 |
| after global routing | 2420 | 1.85 |
| after CTS | 2420 | 1.90 |
| after detailed placement | 2230 | 2.00 |
| after global placement | 2230 | 2.03 |
| after floorplan | 1810 | 2.07 |
## cells by family after synthesis
family,count (synthesis),share of synthesized area
buffers and inverters,25,0.0518
adders and majority gates,11,0.117
xor gates and xnor gates,1,0.0131
DFF,74,0.818
## report_power, final
part	internal [mW]	total (mW)	switching, mW
sequential	0.830	0.847	0.0174
combinational	0.0731	0.0943	0.0212
clock	0.358	0.586	0.228
total	1.26	1.53	0.267
## per-layer routing
metal  vias to the layer above  part of all wire  global-route usage  wire, um
li1                        411                 -                   -         -
met1                       362              0.39               0.156       688
met2                        26              0.49               0.199       862
met3                         4             0.089              0.0709       156
met4                         0             0.021              0.0233        37
met5                         -                 0                   0         0
Power figures rest on the tool's default switching activity, not on a simulated workload.
