$ cat design/flow/config.mk
export PLATFORM = sky130hd
export DESIGN_NAME = prob1_e
export DESIGN_NICKNAME = prob1_e
export VERILOG_FILES = /design/flow/design.v
export SDC_FILE = /design/flow/constraint.sdc
export NUM_CORES = 4
export LEC_CHECK = 1
export CORE_AREA = 10 10 74 74
export DIE_AREA = 0 0 84 84
$ cat design/flow/constraint.sdc
current_design prob1_e

set clk_period 1.0
set clk_io_pct 0.2

create_clock -name clk0 -period $clk_period

set non_clock_inputs [all_inputs -no_clocks]
set_input_delay [expr $clk_period * $clk_io_pct] -clock clk0 $non_clock_inputs
set_output_delay [expr $clk_period * $clk_io_pct] -clock clk0 [all_outputs]
$ cat design/flow/design.v
`timescale 10ps/1ps
`celldefine
module prob1_e(
    a,
    b,
    c,
    d,
    e
);
    input [11:0]    a;
    input [11:0]    b;
    input [11:0]    c;
    output [11:0]   d;
    output [11:0]   e;
    assign d = a ^ b ^ c;
    assign e = (a & b) | (a & c) | (b & c);
endmodule
`endcelldefine
$ cat design/flow/run.sh
#!/bin/bash
# OpenROAD 26Q1-2900-gdf79404cd8, Yosys 0.63+post, stock flow scripts
make -C /OpenROAD-flow-scripts/flow DESIGN_CONFIG=/design/flow/config.mk WORK_HOME=/design/flow/orfs finish
==> job_summary.md <==
### Metrics collected by this job

| Metric | Value |
|---|---|
| Critical-path top delay cell | fa_2 |
| Syn Inst Count | 12 |
| Sequential element share of the synthesized area | 0% |
| Internal | 0.000201 W |
| Placed cell count | about 120 |
| CLK BUF | 0 |
| Ys Warns | 0 |
| Worst setup margin | -0.143 ns |
| CP cell instances | buf_6 -> fa_2 -> buf_6 |
| Post-DP Area | 903 um^2 |
| Max Cap Viol | 0 |
| Layout cell share with drive strength beyond 1 | ~97% |
| Crit end category | primary output |
| Area Growth Syn to Fin | 208% |
| Leak | 0.353 nW |
| Initial antenna violation count | 0 |
| Final number of hold-violating endpoints | 0 |
| Final routed DRC violation total | 0 |
| Largest net degree at the start of global routing | 2 |
| Die ar. | 7060 um^2 |
| Global placer's final weighted congestion | 0.765 |
| Min-Delay Path Depth | 3 |
| Vias in the first global route | 464 |
| YS chip area | around 240 um^2 |
| Rel. slew slack | around 95% |
| Final antenna-violating net count | 0 |
| DRT Pass-1 Iters | 1 |
| Fin. max-slew vios | 0 |
| IO Pins | 60 |
| IO Port Bufs | ~60 |
| Seq cells | 0 |
| Logic gate share of total power | 100.0% |
| Wire length per cell | between 10 and 15 um |
| Most common cell on crit path | buf_6 |
| Fp util | 6.05% |
| Hold WS | 0.689 ns |
| Iteration-0 DRC Markers | 0 |
| PwrDens | 395 nW/um^2 |
| Failing checks | setup timing |
| Worst EP arrival | 0.94 ns |
| Sw Ratio | 31.4% |
| Final Cell Area | 741 um^2 |
| Total GRT Usage | a little over 4% |
| Tcrit/Tclk final | 114% |
| Chip Width | 84 um |
| Synthesized cell area | 240 um^2 |
| Total grt overflow | 0 |
| Vias after detailed routing | between 300 and 400 |
| CP Launch Type | primary input |
| Worst-path maximum fanout | 1 |
| Power share of the clock group | 0% |
| Switching power | 0.0000920 W |
| Core region area | 3970 um^2 |
| Postcts setup bufs | 0 |
| Avg Inst Size Synth | 20.0 um^2 |
| Place WS | -0.895 ns |
| Hold WC Path Type | in -> out |
| Yosys cell count | 12 |
| Max VDD drop | between 0.00009 and 0.0001 V |
| OpenROAD warning count | 34 |
| Sequential Power Share | 0% |
| Post-route minimum period | 1.14 ns |
| Reg area | 0 um^2 |
| Biggest cell delay along the critical path | between 0.5 and 0.6 ns |
| Post-Layout Cell Count | 122 |
| Post-CTS Hold Fix Bufs | 0 |
| Routed wire length | 1500 um |
| Unrepaired setup endpoints after global routing | true |
| Row Count | 23 |
| Vias per std cell | 3.01 |
| First-pass GRT wire length | between 2000 and 2500 um |
| Crit path launch | a[8] |
| CP required | ~0.8 ns |
| Hold Startpoint | c[1] |
| N_diodes | 0 |
| Total power | 0.000293 W |
| Crit path kind | in -> out |
| Die H | 84 um |
| Endpoints failing setup | 14 |
| Status | finished with violations |
| Yosys cell types | 1 |
| Worst slew pin tran | 0.0818 ns |
| Hpwl dp | 1470 um |
| Fmax | 875 MHz |
cell type report:
cell class,instances,area (um^2)
multi-input combinational,12,265
fill,448,3230
timing repair buffer,60,413
tap,50,62.6
placed cells by master, fill, tap and decap left out:
| cell | netlist | layout |
|---|---|---|
| buf_6 | 0 | 18 |
| buf_2 | 0 | 42 |
| fa_1 | 12 | 2 |
| fa_2 | 0 | 10 |
power groups by stage:
stage	logic (W)	registers, W	clock network, W
4_1_cts	0.000299	0	0
5_1_grt	0.000351	0	0
6_report	0.000293	0	0
cell families after synthesis:
| group | share of synthesized area (%) |
|---|---|
| adder cells (fa/ha/maj) | 100 |
cell usage after synthesis (all sizes together):
cell  count  area, um^2
fa       12         240
layer usage:
| metal | routed length (um) | GRT usage (%) |
|---|---|---|
| met5 | 0 | 0 |
| met3 | 357 | 3.94 |
| met4 | 0 | 0 |
| met1 | 554 | 4.78 |
| met2 | 592 | 5.78 |
through the flow:
step	util, %	setup TNS (ns)
2_1_floorplan	-	0
3_3_place_gp	22.7	-18.40
3_5_place_dp	22.7	-18.50
4_1_cts	17.9	-1.59
5_1_grt	18.7	-1.84
6_report	18.7	-1.50
repair_timing:
item / CTS / global route
endpoints found under the setup margin: 24 / 17
endpoints found under the hold margin: 0 / 0
pin swaps: 11 / 5
gates resized: 242 / 5
worst max-delay path, delay by kind of cell:
kind	cells	cell delay, ns
buffers and inverters	2	0.18
adders and majority gates	1	0.56
worst paths after layout:
kind               end
setup / recovery  d[8]
hold / removal    e[1]
Power figures rest on the tool's default switching activity, not on a simulated workload.
