File: design/flow/config.mk
export PLATFORM = sky130hd
export DESIGN_NAME = prob6
export DESIGN_NICKNAME = prob6
export VERILOG_FILES = /design/flow/design.v
export SDC_FILE = /design/flow/constraint.sdc
export NUM_CORES = 4
export LEC_CHECK = 1
export CORE_AREA = 10 10 70 70
export DIE_AREA = 0 0 80 80
File: design/flow/constraint.sdc
current_design prob6

set clk_period 5.3
set clk_io_pct 0.2

create_clock -name clk0 -period $clk_period

set non_clock_inputs [all_inputs -no_clocks]
set_input_delay [expr $clk_period * $clk_io_pct] -clock clk0 $non_clock_inputs
set_output_delay [expr $clk_period * $clk_io_pct] -clock clk0 [all_outputs]
File: design/flow/run.sh
#!/bin/bash
# OpenROAD 26Q1-2900-gdf79404cd8, Yosys 0.63+post, stock flow scripts
make -C /OpenROAD-flow-scripts/flow DESIGN_CONFIG=/design/flow/config.mk WORK_HOME=/design/flow/orfs finish
File: design/flow/design.v
`timescale 10ps/1ps
module threetwo (
    a,
    b,
    c,
    e,
    f
);
    input  a;
    input  b;
    input  c;
    output e;
    output f;
    assign e = a ^ b ^ c;
    assign f = (a & b) | (b & c) | (a & c);
endmodule
module threetwo4(
    a, 
    b, 
    c,
    e,
    f
    );
    input [3:0]     a;
    input [3:0]     b;
    input [3:0]     c;
    output [4:0]    e;
    output [4:0]    f;
    reg [3:0]      _b;
    threetwo num00 (.a(a[0]),  .b(0),  .c(0),  .e(e[0]),  .f(f[0]));
    threetwo num01 (.a(a[1]),  .b(_b[0]),  .c(c[0]),  .e(e[1]),  .f(f[1]));
    threetwo num02 (.a(a[2]),  .b(_b[1]),  .c(c[1]),  .e(e[2]),  .f(f[2]));
    threetwo num03 (.a(a[3]),  .b(_b[2]),  .c(c[2]),  .e(e[3]),  .f(f[3]));
    threetwo num04 (.a(0),  .b(_b[3]),  .c(c[3]),  .e(e[4]),  .f(f[4]));
    always @(*) begin
        if (b[3] == 1'b1) begin
            _b = ~{1'b0, b[2:0]} + 1'b1;
        end
        else begin
            _b = b;
        end
    end
endmodule
module prob1(
    a, 
    b, 
    c,
    d
    );
    input [3:0]     a;
    input [3:0]     b;
    input [3:0]     c;
    output [5:0]    d;
    wire [4:0]       e;
    wire [4:0]       f;
    threetwo4 _threetwo4(
        .a(a),
        .b(b),
        .c(c),
        .e(e),
        .f(f)
    );
    assign d = e + {f, 1'b0}; 
endmodule
`timescale 10ps/1ps
module fourtwo(
    a,
    b,
    c,
    d,
    ci,
    co,
    c1,
    s
    );
    input   a;
    input   b;
    input   c;
    input   d;
    input   ci;
    output  co;
    output  c1;
    output  s;
    wire    co1;
    wire    s1;
    FA fa1(
        .a(a),
        .b(b),
        .c(c),
        .co(co),
        .s(s1)
    );
    FA fa2(
        .a(s1),
        .b(d),
        .c(ci),
        .co(c1),
        .s(s)
    );
endmodule
module FA(
    a,
    b,
    c,
    co,
    s
);
    input   a;
    input   b;
    input   c;
    output  co;
    output  s;
    assign s = a ^ b ^ c;
    assign co = (a & b) | (a & c) | (b & c);
endmodule
`timescale 10ps/1ps
module prob6(
    a,
    b,
    c,
    d,
    e,
    f,
    g
);
    input [3:0]     a;
    input [3:0]     b;
    input [3:0]     c;
    input [3:0]     d;
    input [3:0]     e;
    input [3:0]     f;
    output [5:0]    g;
    wire [4:0]      e1, f1, e2, f2;
    wire [5:0]      e3, f3;
    threetwo4_new _threetwo4_new_1(
        .a(a),
        .b(b),
        .c(c),
        .e(e1),
        .f(f1)
    );
    threetwo4_new _threetwo4_new_2(
        .a(d),
        .b(e),
        .c(f),
        .e(e2),
        .f(f2)
    );
    fourtwo4 _fourtwo4(
        .a(e1),
        .b(f1),
        .c(e2),
        .d(f2),
        .e(e3),
        .f(f3)
    );
    assign g = e3 + f3;
endmodule
module fourtwo4(
    a,
    b,
    c,
    d,
    e,
    f
);
    input  [4:0]        a;
    input  [4:0]        b;
    input  [4:0]        c;
    input  [4:0]        d;
    output [5:0]        e;
    output [5:0]        f;
    wire  [5:0]        co;       
    assign f[0] = 0;
    fourtwo num00 (.a(a[0]),  .b(b[0]),  .c(c[0]),  .d(d[0]),  .ci(0),   .co(co[0]),  .c1(f[1]),  .s(e[0]));
    fourtwo num01 (.a(a[1]),  .b(b[1]),  .c(c[1]),  .d(d[1]),  .ci(co[0]),  .co(co[1]),  .c1(f[2]),  .s(e[1]));
    fourtwo num02 (.a(a[2]),  .b(b[2]),  .c(c[2]),  .d(d[2]),  .ci(co[1]),  .co(co[2]),  .c1(f[3]),  .s(e[2]));
    fourtwo num03 (.a(a[3]),  .b(b[3]),  .c(c[3]),  .d(d[3]),  .ci(co[2]),  .co(co[3]),  .c1(f[4]),  .s(e[3]));
    fourtwo num04 (.a(a[4]),  .b(b[4]),  .c(c[4]),  .d(d[4]),  .ci(co[3]),  .co(co[4]),  .c1(f[5]),  .s(e[4]));
    fourtwo num05 (.a(a[4]==1),  .b(b[4]==1),  .c(c[4]==1),  .d(d[4]==1),  .ci(co[4]),  .co(co[5]),  .c1(),  .s(e[5]));
endmodule
module threetwo4_new(
    a, 
    b, 
    c, 
    e, 
    f 
);
    input  [3:0]        a;
    input  [3:0]        b;
    input  [3:0]        c;
    output [4:0]        e;
    output [4:0]        f;
    assign f[0] = 0;
    threetwo num00 (.a(a[0]),  .b(b[0]),  .c(c[0]),  .e(e[0]),  .f(f[1]));
    threetwo num01 (.a(a[1]),  .b(b[1]),  .c(c[1]),  .e(e[1]),  .f(f[2]));
    threetwo num02 (.a(a[2]),  .b(b[2]),  .c(c[2]),  .e(e[2]),  .f(f[3]));
    threetwo num03 (.a(a[3]),  .b(b[3]),  .c(c[3]),  .e(e[3]),  .f(f[4]));
    threetwo num04 (.a(a[3] == 1),  .b(b[3] == 1),  .c(c[3] == 1),  .e(e[4]),  .f());
endmodule
==> out/metrics.yaml <==
final_cells: 148
syn_to_final_growth_pct: 64.4
dpl.cell_count: 146
via_per_inst: 3.20
die_h_microns: 80
power.leakage_uw: 0.000542
pre_cts_ws_ns: -0.307
ys_top_logic_family: "adder cells"
xor_share_pct: 5.76
p_sw_share_pct: 38.0
critical_path.top_delay_family: "adder cells"
critical_path.cell_chain: "clkdlybuf4s50_1 > fa_1 > buf_4 > fa_1 > inv_1 > fa_1 > inv_1 > ha_1 > buf_4 > xor2_1 > dlygate4sd2_1"
slew_violations: 0
port_buffers: 30
clkPwrFrac_pct: 0
grt.total_usage_pct: 3.91
synthTopCellsByArea: "fa_1 (56%), inv_1 (23%), ha_1 (10%), xnor2_1 (2.9%), xor2_1 (2.9%)"
die_w_microns: 80
holdPathStages: 9
crit_cells: 11
die_area_sq_um: 6400
ff_count: 0
synth.distinct_cells: 8
regArea_sq_um: 0
dpl-instance-area_sq_um: 981
synth_top_cell_by_count: "inv_1"
antenna_left: 0
cp_slowest_cell: "fa_1"
ys_sh_mux_pct: 0
run_status: "complete, no violations"
max_stage_delay_ns: 0.53
cp.required_ns: 4.24
setup_viol: 0
hold_class: "in -> out"
path_class: "in -> out"
simple_gate_share_pct: 0
top_cells_by_count: "inv_1 (38), fa_1 (17), ha_1 (5)"
drc: 0
fa_ha_area_share_pct: 66.3
worst-path-max-fanout: 2
hold_path_end: "g[5]"
num_antenna_cells: 0
dr_total_vias: 473
ir_drop_v: 0.000187
yosys.stat.chipArea_sq_um: 608
crit_top_cell: "fa_1"
min_from: "a[2]"
avgSynthCellArea_sq_um: 8.94
grt_max_degree: 3
grt_pass1_wl_mm: 2.09
tool_warnings: 33
dr.pass1.iters: 2
io_pins: 30
arrival_ns: 4.11
hpwl_mm: 1.19
stdcell_area_sq_um: 1000
max-cap-violations: 0
setup_slack_ns: 0.130
ys_cells: 68
wire_per_inst_microns: 8.08
yosys.area.top_type: "fa_1"
pwr_density_cell_nw_per_um2: 272
hold_viol: 0
synthAoiAreaFrac_pct: 2.06
drive_gt1_share_pct: 10.8
rows: 21
power_frac_seq_pct: 0
gp_congestion: 0.797
postSynthSeqShare_pct: 0
worst_setup_path_end_kind: "output pin"
top_area_share_pct: 56.0
intPower_uw: 169
worst-path-buf-inv: 6
finalCriticalPeriod_ns: 5.17
synthCells: 68
drt_iter0_drc: 4
p_comb_share_pct: 100.0
timing.fmax_mhz: 193
maxSlewHeadroom_pct: 89.0
p_switching_uw: 104
synthesis.area_sq_um: 608
clock_buffers: 0
overflow: 0
fp_util_pct: 17.8
tightest_slew_ns: 0.164
fin_tns_setup_ns: 0
final.period_utilization_pct: 97.5
antenna_found_initial: 0
grt_pass1_vias: 501
wl_mm: 1.20
ys_warn_count: 1
startpoint_type: "primary input"
coreArea_sq_um: 3420
[logic make-up after synthesis]
logic type	after synthesis
XOR/XNOR	4
buffers and inverters	40
adder cells (fa/ha/maj)	22
AND-OR/OR-AND	2
[how the worst max path moves through the flow]
stage,from,end,slack [ns]
CTS,a[2],g[3],0.01
global route,d[3],g[4],-0.008
finish,d[3],g[4],0.13
[layout make-up]
cell class	instances	area, sq um
fillers	369	2420
multi-input cells	28	459
repair buffers	36	340
inverters	38	143
well taps	46	57.6
[stage by stage]
stage	hold WS (ns)	util (%)	power [uW]
after CTS	3.34	28.9	286
final	3.26	29.3	272
after floorplan	2.44	-	132
after global placement	3.32	28.7	303
after detailed placement	3.34	28.7	301
after global routing	3.38	29.3	324
[per-layer routing]
layer  routed length [microns]  global-route usage (%)  share of wire [%]
met1                       598                    5.59                 50
met2                       491                    6.50                 41
met3                       107                   0.568                8.9
met4                         0                       0                  0
met5                         0                       0                  0
[power groups by stage]
stage	Combinational, uW	Clock [uW]	Sequential (uW)
finish	272	0	0
global route	324	0	0
CTS	286	0	0
[cell usage in the layout, fill, tap and decap left out, drive strengths merged]
cell type      instances
inv                   38
clkdlybuf4s50         26
fa                    17
buf                    7
ha                     5
xor2                   2
xnor2                  2
dlygate4sd2            2
a21o                   1
a21oi                  1
dlymetal6s2s           1
[repair_timing]
item,4_1_cts,5_1_grt
gates cloned,0,0
setup endpoints to repair,3,3
setup buffers,0,2
gates resized,6,5
hold buffers,0,0
pin swaps,4,8
endpoints found under the hold margin,0,0
Power is estimated from default activity; no workload was simulated.
