===== flow/config.mk =====
export PLATFORM = sky130hd
export DESIGN_NAME = prob1_g
export DESIGN_NICKNAME = prob1_g
export VERILOG_FILES = /design/flow/design.v
export SDC_FILE = /design/flow/constraint.sdc
export NUM_CORES = 4
export LEC_CHECK = 1
export CORE_UTILIZATION = 40

===== flow/constraint.sdc =====
current_design prob1_g

set clk_period 16.5
set clk_io_pct 0.2

create_clock -name clk0 -period $clk_period

set non_clock_inputs [all_inputs -no_clocks]
set_input_delay [expr $clk_period * $clk_io_pct] -clock clk0 $non_clock_inputs
set_output_delay [expr $clk_period * $clk_io_pct] -clock clk0 [all_outputs]

===== flow/design.v =====
`timescale 10ps/1ps
`celldefine
module prob1_g(
    a,
    b,
    c,
);
    input [15:0]    a;
    input [15:0]    b;
    output [31:0]   c;
    assign c = a * b;
endmodule
`endcelldefine

===== flow/run.sh =====
#!/bin/bash
# OpenROAD 26Q1-2900-gdf79404cd8, Yosys 0.63+post, stock flow scripts
make -C /OpenROAD-flow-scripts/flow DESIGN_CONFIG=/design/flow/config.mk WORK_HOME=/design/flow/orfs finish

==> notes.md <==
Physical design

Recorded from the global router log, the overflow total was 0. The number of global-route vias before repair came to 7008. The number of max-slew violations in the final report stands at 0. The path with the worst hold slack has its endpoint at c[0]. Per the cell usage report, the commonest logic cell in the layout is inv_1.

The chip width stands at 148 um. Per STA, the highest per-stage delay on the worst path measures 860 ps. The overall die size recorded for this design is 0.0218 mm2.

The sequential share of the synthesized area stands at 0%. The number of antenna violations at the first check in global routing stands at 0. Of the total synthesized cell area, the portion taken by AND, OR, NAND and NOR gates is 18.7%.

For this run, the final setup violation count is recorded as 0. The wire length per cell after detailed routing stands at 16.1 um. Counting stages on the worst path, the most repeated cell is fa_1.

Entering global routing, the biggest net connects 17 pins. The core utilization before placement stands at 41.4%. According to the timing report, the data required time at the worst endpoint equals 13200 ps.

The final-layout setup total negative slack stands at 0 ps. The post-layout minimum cycle time stands at 13380 ps. The total of buffers placed on input and output ports stands at 64. STA classifies the critical path startpoint as a primary input. The clock tree buffer count of the final layout stands at 0.

The worst setup slack after placement stands at 3140 ps. Per the gpl log, the routability congestion estimate is 0.848. The number of warning messages in the logs stands at 32. The number of nets with antenna violations after routing stands at 0. The overall via count from detail_route stands at 6339. The final critical-path setup slack stands at 3120 ps. According to the Yosys statistics, the synthesized design has a chip area of 0.00849 mm2. The post-synthesis instance total stands at 984. The mux share of post-synthesis cell area stands at 0.133%.

A synthesized cell averages 8.63 um2. Summing the areas of all compound-gate instances in the mapped netlist gives 5.59% of the synthesized area. The number of sequential cells stands at 0. For reference, the final report shows the hold violation count at 0. The DRC marker count from the first detailed-route iteration stands at 168. By area, the combinational part of the netlist is dominated by adder cells.

The cell count in the Yosys report stands at 984.

The instance count on the critical path stands at 21. The post-synthesis instance area stands at 0.00849 mm2. The HPWL reported at the end of detailed placement stands at 16900 um. Total global-route track usage over all layers is 22.5%. Setup repair after global routing left no endpoint under its margin.

The floorplan has 52 rows. The critical path's slowest stage uses the library cell clkdlybuf4s50_1.

The detailed-route wire length stands at 20700 um. The number of distinct library cell variants in the gate-level netlist after synthesis stands at 43. The run finished with clean final reports. The worst hold path was traced through 3 stages. The cell sequence reported for the critical path is clkdlybuf4s50_1 > and2_1 > fa_1 > inv_1 > fa_1 > fa_1 > fa_1 > inv_1 > fa_1 > inv_1 > fa_1 > inv_1 > ha_1 > o21ai_0 > o21ai_0 > a21oi_1 > a2111oi_2 > nor2_1 > o21ai_0 > xnor2_1 > clkdlybuf4s50_1.

The vias per cell stands at 4.93. The post-route utilization of the core is recorded as 45.7%. The reported max-cap violation count stands at 0. In the setup report, the worst path falls into the class in2out. The number of synthesis warnings stands at 0. The fraction of layout instances using a drive strength above 1 stands at 1.18%.

Along the critical path, the tally of buffer and inverter instances is 6. For the pin with the worst max-slew slack, the measured transition is 873 ps. For the worst min-delay path, the startpoint reported by OpenROAD is a[0]. The core region is 0.0205 mm2.

The headroom to the max-slew limit stands at 41.6%. The y dimension of the die stands at 148 um. The area overhead of the layout relative to synthesis stands at 10.2%. The hold slack stands at 8060 ps. The first-pass GRT wire length stands at 35900 um.

The post-synthesis xor/xnor area fraction stands at 2.89%. Once the clock tree was built, the resizer swapped 0 gates to a different size. For the worst setup path, the data arrival time is 10080 ps. The cell family contributing the most delay on the critical path is adder cells. The post-CTS setup buffer count stands at 0. The maximum net fanout on the critical path stands at 16.

In the routed design, unresolved DRC markers number 0. The antenna diode count stands at 0. For this run, the top clock speed supported by timing is 0.0747 GHz. The worst setup path is captured at an output pin. In the finished design, the share of the clock period the worst path needs comes to 81.1%. Per the layout area report, the register area comes to 0 um2. The number of hold buffers added after CTS stands at 0. The cell-mix breakdown from Yosys lists the adder-cell area share as 61.1%. The path class of the tightest hold or removal check is in2out. Leaving out fill and tap cells, the most frequent cells in the layout are inv_1 (232), fa_1 (194), nand2_1 (157), and2_1 (125), ha_1 (104).

64 I/O pins were placed. The first TritonRoute pass finished after 4 iterations.
==> worst max-delay path by stage <==
stage	slack (ps)	start	end
after global routing	2720	a[9]	c[29]
final	3120	a[7]	c[29]
after CTS	3100	a[7]	c[29]
==> tightest hold or removal path, delay by kind of cell <==
family                 cells  cell delay [ps]
buffers and inverters      2             1160
AND/OR/NAND/NOR            1              310
==> cell usage after synthesis, drive strengths merged, types with 2 or more instances <==
| master | number | area share, % |
|---|---|---|
| a211oi | 2 | 0.18 |
| a21o | 5 | 0.46 |
| a21oi | 24 | 1.4 |
| a31oi | 4 | 0.29 |
| and2 | 125 | 9.2 |
| clkbuf | 32 | 1.4 |
| fa | 194 | 46 |
| ha | 104 | 15 |
| inv | 232 | 10 |
| nand2 | 158 | 7.0 |
| nand2b | 3 | 0.22 |
| nand3 | 8 | 0.47 |
| nand4 | 2 | 0.15 |
| nor2 | 15 | 0.66 |
| nor2b | 4 | 0.29 |
| nor3 | 4 | 0.29 |
| o211ai | 4 | 0.41 |
| o21ai | 14 | 0.83 |
| o21bai | 3 | 0.27 |
| o31ai | 2 | 0.18 |
| xnor2 | 18 | 1.9 |
| xor2 | 10 | 1.0 |
==> routing by layer <==
layer  global-route usage [%]  share of wire, %  vias up
met5                     2.50              0.34        -
met4                     1.03              0.59        2
met3                     13.5                15       13
met2                     31.9                42      263
met1                     32.0                42     3065
li1                         -                 -     2996
==> kinds of logic after synthesis <==
| kind of cell | Yosys count |
|---|---|
| muxes | 1 |
| AOI/OAI and AO/OA | 70 |
| and+or+nand+nor | 323 |
| buffers and inverters | 264 |
| adders and majority gates | 298 |
| xor gates and xnor gates | 28 |
==> layout make-up <==
cell class / instances / area, um2
Multi-Input combinational cell: 720 / 7500
Tap cell: 270 / 338
Fill cell: 2039 / 11100
Inverter: 232 / 871
Timing Repair Buffer: 65 / 648
==> stage by stage <==
stage | cells | instance area, um2
after CTS | 1287 | 9360
after detailed placement | 1287 | 9360
after global routing | 1287 | 9360
after global placement | 1287 | 9360
final | 1287 | 9360
after floorplan | 984 | 8490
